<file path="/design/flow/config.mk">
export PLATFORM = sky130hd
export DESIGN_NAME = julia
export DESIGN_NICKNAME = julia
export VERILOG_FILES = /design/flow/design.v
export SDC_FILE = /design/flow/constraint.sdc
export NUM_CORES = 4
export LEC_CHECK = 1
export CORE_UTILIZATION = 50
</file>
<file path="/design/flow/run.sh">
#!/bin/bash
# OpenROAD 26Q1-2900-gdf79404cd8, Yosys 0.63+post, stock flow scripts
make -C /OpenROAD-flow-scripts/flow DESIGN_CONFIG=/design/flow/config.mk WORK_HOME=/design/flow/orfs finish
</file>
<file path="/design/flow/design.v">
module julia_iteration(
    input [31:0] cx,
    input [31:0] cy,
	input [31:0] zx,
    input [31:0] zy,
    output reg [31:0] zx1,
    output reg [31:0] zy1,
	output reg res
);
	reg [31:0] r;
    reg [31:0] l;
    always @(*) begin
        zx1 = ((zx >> 5) * (zx >> 5) - (zy >> 5) * (zy >> 5)) >> 2 + cx;
        zy1 = ((zx * zy) >> 11) + cy;
        l = zx1 * zx1 + zy1 * zy1;
        res = |l[31:26];
    end
endmodule
module julia(
	input [10:0] x,
	input [10:0] y,
	output reg [3:0] its
);
    reg res;
    reg [31:0] zx;
    reg [31:0] zy;
    reg [31:0] cx;
    reg [31:0] cy;
    reg [31:0] zx1;
    reg [31:0] zy1;
    reg [31:0] r;
    always @(*) begin
		zx = (x - 640) << 4;	 
		zy = (y - 360) << 4;	 
		cx = 0;     
		cy = 32'h1000;  
        zx1 = (zx * zx - zy * zy) >> 12 + cx;
        zy1 = ((zx * zy) >> 11) + cy; 
        r = zx1 * zx1 + zy1 * zy1;
		res = r >= (4 << 24);
        if(res) begin
			its = 0;
		end else begin
			its = 1;
		end
	end
endmodule
</file>
<file path="/design/flow/constraint.sdc">
current_design julia

set clk_period 35.9
set clk_io_pct 0.2

create_clock -name clk0 -period $clk_period

set non_clock_inputs [all_inputs -no_clocks]
set_input_delay [expr $clk_period * $clk_io_pct] -clock clk0 $non_clock_inputs
set_output_delay [expr $clk_period * $clk_io_pct] -clock clk0 [all_outputs]
</file>
==> Slide: Implementation Results <==
Physical Implementation Snapshot

Routing
  • Wl on met1: ~38,000 um
  • Vias: ~27,000
  • Wire length on met3: 9300 um
  • Antenna diodes: 0
  • Initial drt markers: 834
  • WL/cell: between 15 and 20 um
  • Routed WL: between 90,000 and 100,000 um
  • DRT Pass-1 Iters: 5
  • ANT nets after route: 0
  • DR top layer: met5
  • DRC Markers: 0
  • Routed met2 length: 45,600 um
  • Via density: around 4.9

Job
  • Log Warnings: 50
  • Maxcap violations: 0

GRT
  • Total GRT Usage: between 20% and 30%
  • Vias in the first global route: 30,500
  • GRT overflow: 0
  • Largest net degree at the start of global routing: 27
  • Initial antenna violation count: 1
  • First-pass GRT wire length: about 160,000 um

Clocking
  • Hold-fix buffers, CTS: 0
  • Post-CTS Setup Inserts: 0
  • Post-CTS resize count: 0

STA
  • Period minus WS final: around 32 ns
  • Final Cycle Share: 89.8%
  • RSZ-0062 raised after global routing: no
  • Max-slew headroom: 37.2%
  • Hold Violations, Final: 0
  • TNS Setup: 0 ns
  • Least-Margin Pin Slew: ~0.93 ns
  • Fmax: about 0.031 GHz
  • Worst hold slack: approximately 18 ns
  • Max Slew Vio Count: 0
  • Final setup vio count: 0

Synthesis
  • Cell accounting for the most synthesized area: fa_1
  • Biggest area cells: fa_1 55%, ha_1 13%, inv_1 13%
  • Synth cell types: around 81
  • Post-Syn Area: ~40,000 um2
  • Yosys chip area: between 40,000 and 50,000 um2
  • Mapped Cells: approximately 4,400
  • Syn Area/Cell: 9.35 um2
  • Area leader share: a little over half
  • YS warnings: 1
  • Post-synth seq share: 0%
  • Number of cells in Yosys stat: roughly 4,400

Floorplanning
  • Chip area: ~83,000 um2
  • FP Util: around half
  • Die height: 289 um
  • Placeable Area: slightly above 80,000 um2
  • Chip width: 289 um
  • Row count: 104
  • I/O pins: 26

Worst hold path
  • Hold crit path type: in -> out

Setup path
  • CP dominant cell by count: fa_1
  • CP required: 28.72 ns
  • Max incr delay on CP: around 0.94 ns
  • Slowest-stage cell, CP: clkinv_1
  • Crit path arrival time: approximately 25 ns
  • Setup Crit Path Kind: in -> out
  • Setup crit end kind: output pin
  • Worst-path fanout max: 19
  • CP Launch Type: input port

Place
  • Port bufs: 23
  • Placed Area: roughly 43,000 um2
  • Detailed placement HPWL: 84,500 um
  • GPL Wtd Cong: roughly 0.96

Finish
  • P&R area growth vs syn: 4.18%
  • Reg area: 0 um2
  • Clock buffer cells: 0
  • Fin util: between 50% and 60%
  • Flip-flops: 0
  • Final Cell Area: ~43,000 um2
  • Layout cells sized above 1: 3.53%

Status
  • Outcome: completed
logic make-up after synthesis:
logic type	Yosys count	share of synthesized area, %
adders and majority gates	1555	67.9
AOI/OAI and AO/OA	214	3.68
xor gates and xnor gates	209	4.65
other	1	0.00913
muxes	1	0.0274
and+or+nand+nor	860	9.42
buffers and inverters	1552	14.3
cell type report:
| type | count | area [um2] |
|---|---|---|
| fillers | 7525 | 38200 |
| inverters | 1448 | 5440 |
| multi-input cells | 2843 | 35200 |
| well taps | 1060 | 1330 |
| repair buffers | 100 | 808 |
critical path: cells and delay by family:
family	cells	cell delay, ns
XOR/XNOR	4	1.22
adder cells (fa/ha/maj)	19	9.26
buffers and inverters	12	3.17
AND-OR/OR-AND	12	2.38
AND/OR/NAND/NOR	8	1.84
metrics by stage:
step	instances	worst slack, ns
2_1_floorplan	4395	7.18
3_3_place_gp	5451	3.82
3_5_place_dp	5451	3.54
4_1_cts	5451	3.52
5_1_grt	5451	2.57
6_report	5451	3.66
worst paths after layout:
kind / from / slack (ns) / depth (start not counted) / endpoint
max: y[3] / 3.66 / 55 / its[0]
min: x[0] / 17.71 / 18 / its[0]
metal layers:
metal  vias up  GRT usage (%)
met1     13400           39.9
met2       836           42.5
li1      12500              -
met4         6           4.13
met5         -          0.227
met3        86           10.8
layout by cell type, fill, tap and decap left out, drive strengths merged, types with 12 or more instances in the layout:
cell and instances:
o21ai 39, ha 432, a31oi 14, nand2 340, nor3 14, or2 25
o21a 12, inv 1441, fa 1123, xor2 37, nor2b 37, a21oi 71
clkdlybuf4s50 23, nor2 291, buf 77, a21o 34, xnor2 172, nand2b 38
and2 78
synthesized netlist by cell type (all sizes together) (3+ instances only):
master  instances
inv          1441
fa           1123
ha            432
nand2         340
nor2          291
xnor2         172
clkbuf         87
and2           78
a21oi          71
o21ai          39
nand2b         38
nor2b          37
xor2           37
a21o           34
or2            25
buf            17
a31oi          14
nor3           14
o21a           12
and3           11
o21bai         11
clkinv          7
nand4           6
a211oi          5
nand3           4
o211ai          4
or3             4
and3b           3
nor4            3
