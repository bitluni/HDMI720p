## design/flow/config.mk

```make
export PLATFORM = sky130hd
export DESIGN_NAME = Reset_Sync
export DESIGN_NICKNAME = Reset_Sync
export VERILOG_FILES = /design/flow/design.v
export SDC_FILE = /design/flow/constraint.sdc
export NUM_CORES = 4
export LEC_CHECK = 1
export CORE_AREA = 10 10 70 70
export DIE_AREA = 0 0 80 80
```

## design/flow/constraint.sdc

```tcl
current_design Reset_Sync

set clk_period 1.9
set clk_io_pct 0.2

create_clock -name clk0 -period $clk_period [get_ports {clk}]

set non_clock_inputs [all_inputs -no_clocks]
set_input_delay [expr $clk_period * $clk_io_pct] -clock clk0 $non_clock_inputs
set_output_delay [expr $clk_period * $clk_io_pct] -clock clk0 [all_outputs]
```

## design/flow/design.v

```verilog
`timescale 1ns/1ps
module Reset_Sync (
 input clk,
 input ext_reset,
 output resetn
);
 reg [3:0] reset_cnt = 0;
 always @(posedge clk or negedge ext_reset) begin
     if (~ext_reset)
         reset_cnt <= 4'b0;
     else
         reset_cnt <= reset_cnt + !resetn;
 end
 assign resetn = &reset_cnt;
endmodule
```

## design/flow/run.sh

```bash
#!/bin/bash
# OpenROAD 26Q1-2900-gdf79404cd8, Yosys 0.63+post, stock flow scripts
make -C /OpenROAD-flow-scripts/flow DESIGN_CONFIG=/design/flow/config.mk WORK_HOME=/design/flow/orfs finish
```

==> flow_summary.toml <==
# physical design summary
[outcome]
outcome = "finished, final reports clean"

[global_routing]
grt_pass1_vias = 145
grt_use_total = 0.01300
grt_start_max_net_pins = 5
antenna_found_initial = 0
gr-total-overflow = 0
grt_pass1_wl_um = 627

[final_timing]
fin_ws_ns = 0.2002
worstMarginPinSlew_ns = 0.1792
holdWs_ns = 0.3392
setup_viol = 0
min_period_ns = 1.700
finalHoldViolCount = 0
fin_tns_setup_ns = 0
rsz0062_at_grt = "false"
fin_crit_sh = 0.8946
skew_ns = 0.006565
slew_headroom = 0.8802
finalMaxSlewViolations = 0
fmax_mhz = 588.3

[logic_synthesis]
area_leaders = "dfrtp_1 (62%), ha_1 (15%), nand3_2 (6.2%), xnor2_1 (5.4%), xor2_1 (5.4%)"
avgSynthCellArea_um2 = 14.79
ys_seq_frac = 0.6154
yosysUniqueCellTypes = 7
ys_warn_count = 1
top_cell_area_share = 0.6154
top_cell = "dfrtp_1"
ff_type = "dfrtp_1"
postSynth.asyncResetShare = 1.000
top_cells_by_count = "dfrtp_1 (4), ha_1 (2)"
ys_chip_area_um2 = 162.7
largest_area_cell = "dfrtp_1"
syn_inst = 11
synth-edff-count = 0
numSynthFlops = 4
ys_cells = 11
syn_area_um2 = 162.7

[placement]
post-place-ws_ns = 0.4544
dp_hpwl_um = 229.5
place_area_um2 = 240.2
gp_congestion = 0.5992
portBuffers = 2
dp.cells = 59

[detailed_routing]
num_vias = 104
totalWireLength_um = 307
drtIter0Drc = 5
wl_per_cell_um = 4.952
postRouteAntennaNets = 0
drtPass1Iterations = 3
insertedDiodeCount = 0
vias_per_cell = 1.677
drc = 0

[floorplanning]
core_area_um2 = 3416
fp-row-count = 21
ios = 3
fp_util = 0.04762
die_area_um2 = 6400
fp.dieH_um = 80
die_x_um = 80

[clock_network]
htreeDepth = 1
cts.sinks = 4
clkLatencyLatePin_ns = 0.24
postCtsSetupBuffers = 0
clk_pin_slew_ns = 0.04
cts_buffer_depth = 2
ctsHoldBuffers = 0
cts_resized = 0
cts_root_buffer = "clkbuf_4"
cts_buffers = 3
cts_tree = "built"

[layout]
finalNonFillerCells = 62
fin_util = 0.07692
layout-drive-gt1-share = 0.2500
area_growth_pct = 61.54
fin_area_um2 = 262.8
largest_reg_flops = 4
fillers = 411
top_regs = "reset_cnt: 4 flops"
regMostFlops = "reset_cnt"

[power]
vdd_drop_max_uv = 301.6
power_density_nw_per_um2 = 743.7
p_leak_nw = 0.08226
total_power_uw = 195.4

[worst_setup_path]
critPathRequiredTime_ns = 1.52
crit_start = "reset_cnt[2]"
crit_chain = "nand4_1 -> inv_1 -> clkdlybuf4s50_1"
cpMaxStageDelayCell = "clkdlybuf4s50_1"
cp.buffers_inverters = 2
crit_path_end = "resetn"
crit_family = "buffers and inverters"
rr_endpoint = "reset_cnt[2]"
path_max_fanout = 3
crit_cells = 3
crit_arrival_ns = 1.32
cpPeakStageDelay_ns = 0.46
critPathKind = "reg2out"
rrSetupSlack_ns = 0.64
reg2reg_depth = 4
rr_startpoint = "reset_cnt[2]"
cp-end-kind = "output pin"
crit_path_start_kind = "flip-flop"

[flow_run]
warning_count = 25
maxCapViolCount = 0

[hold_path]
hp-class = "in2async"
[area by class of cell]
type	instances	area (µm²)	area share
timing repair buffer	2	20.02	0.07619
clock buffer	3	22.52	0.08571
sequential	4	100.1	0.3810
tap	46	57.56	0.2190
inverter	1	3.754	0.01429
multi-input combinational	6	58.81	0.2238
[per-layer routing]
metal	share of wire	vias up	track usage
met4	0.020	0	0.003521
li1	-	47	-
met3	0.18	2	0.01705
met1	0.50	49	0.01473
met5	0	-	0
met2	0.29	6	0.01364
[worst register-to-register path: stages, from the launching register on]
cell,delay [ns]
dfrtp_1,0.39
nand4_1,0.15
ha_1,0.26
ha_1,0.20
xor2_1,0.14
[cells by family (layout without fill, tap and decap cells)]
| logic type | after synthesis | after routing | share of synthesized area |
|---|---|---|---|
| adder cells (fa/ha/maj) | 2 | 2 | 0.1538 |
| AND/OR/NAND/NOR | 2 | 2 | 0.1000 |
| buffers and inverters | 1 | 6 | 0.02305 |
| flip-flops | 4 | 4 | 0.6154 |
| XOR/XNOR | 2 | 2 | 0.1077 |
[report_power, final]
group	total (mW)	internal, mW	leakage (nW)	switching, mW
clock network	0.106	0.0707	0.0138	0.0357
registers	0.0857	0.0857	0.0350	0
logic	0.00332	0.00183	0.0335	0.00149
[worst min path at each step]
stage	start	cells after the start	slack (ns)	end
5_1_grt	ext_reset	1	0.34	reset_cnt[3]
6_report	ext_reset	1	0.34	reset_cnt[3]
4_1_cts	ext_reset	1	0.34	reset_cnt[3]
[layout by cell type, fill, tap and decap left out, drive strengths merged]
| cell type | Yosys | layout |
|---|---|---|
| clkbuf | 0 | 3 |
| nand3 | 1 | 1 |
| xnor2 | 1 | 1 |
| xor2 | 1 | 1 |
| nand4 | 1 | 1 |
| inv | 1 | 1 |
| ha | 2 | 2 |
| dfrtp | 4 | 4 |
| clkdlybuf4s50 | 0 | 2 |
Power is estimated from default activity; no workload was simulated.
